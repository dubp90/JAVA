`./config.mk`:
```
export PLATFORM = sky130hd
export DESIGN_NAME = coinAccepter
export DESIGN_NICKNAME = coinAccepter
export VERILOG_FILES = /design/flow/design.v
export SDC_FILE = /design/flow/constraint.sdc
export NUM_CORES = 4
export LEC_CHECK = 1
export CORE_UTILIZATION = 50
```
`./constraint.sdc`:
```
current_design coinAccepter

set clk_period 5.5
set clk_io_pct 0.2

create_clock -name clk0 -period $clk_period [get_ports {CLOCK_50}]

set non_clock_inputs [all_inputs -no_clocks]
set_input_delay [expr $clk_period * $clk_io_pct] -clock clk0 $non_clock_inputs
set_output_delay [expr $clk_period * $clk_io_pct] -clock clk0 [all_outputs]
```
`./design.v`:
```
`default_nettype none
module coinAccepter (
    input  logic  CLOCK_50,   
    input  logic  reset,
    input  logic  UART_RXD,   
    input  logic  UART_RTS,   
    output logic  UART_TXD,   
    output logic  UART_CTS,   
    output logic  circle, triangle, pentagon,
    input  logic  manualMode, manualClockL,
    input  logic  manualCircleL, manualTriangleL, manualPentagonL,
    output logic  clock);
    parameter count_width = 26;
    reg [count_width-1:0] count;
    wire [count_width-1:0] count_n, count_inc;
    reg [2:0] bits, coin, random, KEY, last_key;
    wire [2:0] bits_n, bits_rx, bits_key, coin_n, coin_k, coin_c, in_both;
    reg last_rxd, last_manualCLK;
    reg [15:0] CLK_COUNT, rxd_count;
    wire is_input, rxd_edge;
    reg manualCLK, debounced_rxd, clk_edge;
    assign {pentagon, triangle, circle} = coin;
    assign rxd_edge = debounced_rxd & ~last_rxd;
    assign clk_edge = manualCLK & ~last_manualCLK;
    assign clock = (manualMode & manualCLK) | (~manualMode & CLOCK_50);
    assign coin_n = manualMode ? coin_k : coin_c;
    assign coin_c = count[count_width-1] ? ((count == {1'b1, {(count_width-1){1'b0}}}) ? bits : coin) : 0;
    assign coin_k = (count_n == 0) ? 0 : (count_n == 1) ? KEY : coin;
    assign bits_n = count[count_width-1] ? 0 : rxd_edge ? {bits, (bits == 0)} : bits;
    assign count_inc = (manualMode & (count >= random)) ? 0 : (count + 1);
    assign is_input = manualMode ? (KEY != 0) : (bits != 0);
    assign count_n = (count == 0) ? is_input : count_inc;
    always_ff @(posedge CLOCK_50) begin
        KEY <= (reset | clk_edge) ? 0 : (KEY | ~{manualPentagonL, manualTriangleL, manualCircleL});
        last_manualCLK <= manualCLK;
    end
    always_ff @(posedge clock) begin
        if (reset) begin
            coin <= 0;
            last_rxd <= 0;
            count <= 0;
            bits <= 0;
            random <= 5;
            last_key <= 0;
        end else begin
            last_key <= KEY;
            coin <= coin_n;
            last_rxd <= debounced_rxd;
            count <= count_n;
            bits <= bits_n;
            random <= (random == 2) ? 5 : (random - 1);
        end
    end
    always_ff @(posedge CLOCK_50) begin
        if (manualCLK ^ ~manualClockL) begin
            manualCLK <= manualCLK ^ (CLK_COUNT == 16'hFFFF);
            CLK_COUNT <= CLK_COUNT + 1;
        end else begin
            manualCLK <= manualCLK;
            CLK_COUNT <= 0;
        end
        if (debounced_rxd ^ UART_RXD) begin
            debounced_rxd <= debounced_rxd ^ (rxd_count == 16'hFFFF);
            rxd_count <= rxd_count + 1;
        end else begin
            debounced_rxd <= debounced_rxd;
            rxd_count <= 0;
        end
    end
endmodule: coinAccepter
```
`./run.sh`:
```
#!/bin/bash
# OpenROAD 26Q1-2900-gdf79404cd8, Yosys 0.63+post, stock flow scripts
make -C /OpenROAD-flow-scripts/flow DESIGN_CONFIG=/design/flow/config.mk WORK_HOME=/design/flow/orfs finish
```
==> Changelog: implementation <==
## Implementation

- Gate power share: 18.7%
- Dominant Register Cell: dfxtp_1
- Die X: 89.4 um
- Post-CTS Setup Repair Bufs: 0
- Comb area: around 2100 um^2
- DR iter-0 viols: roughly 230
- # fillers: 634
- GRT Residual Overflow: 0
- Flop2flop setup slack: 2.43 ns
- Post-Route Skew: 0.0395 ns
- Family with the most delay on the worst path: buffers and inverters
- First-pass GRT wire length: 12,800 um
- Cell Area, Synth: 3820 um^2
- Max layer used: met4
- Vias in the first global route: 2,758
- Max incr delay on CP: 0.39 ns
- Placed inst area: 3930 um^2
- Ports: 15
- Cts hold-fix bufs: 0
- Vias/cell: approximately 5.4
- Critical path launch point: CLOCK_50
- Most numerous logic cell after layout: dfxtp_1
- Placeable Area: about 7300 um^2
- Psw: 0.000401 W
- Clock Power Share: 40.4%
- Design area: roughly 4300 um^2
- Reg-to-reg endpoint: coin[0]$_SDFFE_PP0P_
- WL met1: 3760 um
- Post-CTS resize count: 0
- I/O Buffers: 11
- Metal2 WL: 3300 um
- Yosys Instances: 452
- Reg power frac: 40.9%
- Critical path peak fanout: 2
- Hold WC Path Type: flop to flop
- Flops & latches, synth: around 74
- Flip-flops with a built-in enable: 2
- Relative slew slack: 61.0%
- Critical path buffers and inverters: 5
- Hold Vio Cnt, Final: 0
- Cell count after synthesis: ~450
- TritonCTS clock tree: yes
- Post-DP HPWL: between 5000 and 6000 um
- Final setup viols: 0
- Start of the worst register-to-register path: count[0]$_SDFF_PP0_
- WHS: roughly 0.42 ns
- Met3 WL: 395 um
- Worst EP required: about 4.4 ns
- Status: completed
- Hold wc startpoint: random[0]$_SDFF_PP1_
- Setup TNS: 0 ns
- Worst-Margin Slew: 0.579 ns
- Leak: about 1.6 nW
- WP data arrival: 3.93 ns
- Area growth from synthesis to layout: 12.3%
- Full die area: 7990 um^2
- CP Capture Type: output pin
- Reg clk slew, reported paths: 0.07 ns
- Top Layout Cells: 72 x dfxtp_1, 67 x nor2_1, 34 x xor2_1, 31 x nand2_1
- Tot GR Track Use: a little over a fifth
- Per-cell routed wire length: roughly 14 um
- Yosys chip area: 3820 um^2
- Final routed DRC violation total: 0
- Routability cong.: 0.917
- Critical-path cell list: clkbuf_8 -> clkbuf_8 -> mux2_2 -> clkbuf_8 -> clkbuf_8 -> clkdlybuf4s50_1
- Max-slew violations: 0
- Hold Crit Depth: 1
- WL final: 7630 um
- Routed Antenna Nets: 0
- Initial antenna violation count: 0
- Ant. Diodes: 0
- Synthesized area per cell: 8.45 um^2
- Die height: 89.4 um
- Initial Utilization: between 50% and 60%
- Pwr dens: 336 nW/um^2
- # rows: 31
- Sequential area share after synthesis: 39.3%
- Max-Cap Viols: 0
- Via count: between 3,000 and 4,000
- CP most frequent cell: clkbuf_8
- Unique cell types: 52
- Largest net degree at the start of global routing: 25
- Layout cells sized above 1: 9.03%
- Startpoint Class: clock port
- Yosys warns: 4
- Maximum VDD drop: 0.000330 V
- Slowest library cell on the worst path: clkdlybuf4s50_1
- Switching Fraction: 27.9%
- Setup CP Type: clock port to output pin
- Worst hold endpoint: random[0]$_SDFF_PP1_
- RSZ-0062 raised after global routing: false
- Register area: 1500 um^2
- First drt pass iteration count: 4
- FFs w/ async S/R, synth: 0%
- Tool warnings: 29
- Power Internal: 0.00104 W
- Reg2reg path depth: 8
- Late-Pin Clk Latency: about 0.83 ns
metrics by stage:
step	setup slack, ns	util, %	std cells	total power [W]
after floorplan	1.26	-	453	0.000822
after global placement	0.809	53.7	538	0.000908
after detailed placement	0.809	53.7	538	0.000913
after CTS	0.450	58.5	564	0.00146
after global routing	0.423	58.5	564	0.00153
final	0.471	58.5	564	0.00144
flip-flops by register name, summed over array words and instances (netlist names), 3 cells and up:
register and flops:
coin 3, bits 3, random 3, count 26
rxd_count 16, KEY 3, CLK_COUNT 16
cells in the mapped netlist (2+ instances only):
cell | number | area share, %
dfxtp_1 | 72 | 38
nor2_1 | 67 | 6.6
xor2_1 | 34 | 7.8
nand2_1 | 31 | 3.0
nand3_1 | 25 | 3.3
xnor2_1 | 25 | 5.7
inv_1 | 18 | 1.8
clkbuf_1 | 16 | 1.6
nor4_1 | 16 | 2.6
nor3_1 | 14 | 1.8
nand4_1 | 13 | 2.1
and3_1 | 11 | 1.8
ha_1 | 9 | 2.9
nor2b_1 | 9 | 1.5
o21ai_0 | 9 | 1.2
a21oi_1 | 8 | 1.0
mux2i_1 | 7 | 1.8
and4_1 | 6 | 1.4
buf_2 | 6 | 0.79
or3_1 | 4 | 0.65
a211oi_1 | 3 | 0.59
buf_4 | 3 | 0.59
buf_6 | 3 | 0.88
mux2_2 | 3 | 0.88
nand2b_1 | 3 | 0.49
o22ai_1 | 3 | 0.49
o2bb2ai_1 | 3 | 0.69
a31oi_1 | 2 | 0.33
and2_1 | 2 | 0.33
edfxtp_1 | 2 | 1.6
o21ai_1 | 2 | 0.26
or2_2 | 2 | 0.33
or4_1 | 2 | 0.39
final cells by class:
| class | count | share of cell area (%) |
|---|---|---|
| clock buffer | 25 | 7.70 |
| tap | 99 | 2.89 |
| timing repair buffer | 13 | 2.86 |
| sequential | 74 | 35.0 |
| clock inverter | 2 | 0.817 |
| multi-input combinational | 333 | 49.2 |
| inverter | 18 | 1.58 |
power groups by stage:
| stage | Sequential [W] | Combinational, W | Clock, W |
|---|---|---|---|
| CTS | 0.000589 | 0.000274 | 0.000600 |
| global route | 0.000596 | 0.000308 | 0.000626 |
| finish | 0.000589 | 0.000270 | 0.000582 |
worst reg2reg max path: cells and delay by family, from the launching register on:
kind,cells,cell delay [ns]
compound gates,2,0.26
fa+ha+maj,1,0.29
flops,1,0.45
mux,2,0.56
simple gates,3,1.39
routing by layer:
layer,GRT usage (%),vias up
met5,0,-
met4,3.90,0
met3,5.24,18
met2,32.5,72
met1,31.9,1388
li1,-,1559
logic make-up (layout without fill, tap and decap cells):
family,after synthesis,count (layout),synth area share [%]
other,1,2,0.0982
muxes,10,10,2.72
DFF,74,74,39.3
adders and majority gates,9,9,2.95
AOI/OAI and AO/OA,39,39,6.65
and+or+nand+nor,214,214,29.2
xor gates and xnor gates,59,59,13.5
buffers and inverters,46,58,5.60
how the worst max path moves through the flow:
stage	to	slack [ns]	depth (start not counted)
after CTS	clock	0.45	6
after global routing	clock	0.42	6
final	clock	0.47	6
Power is estimated from default activity; no workload was simulated.
