==> /design/flow/design.v <==
typedef enum logic[3:0]{  
   F_A           = 4'b0000,
   F_A_PLUS_1    = 4'b0001,
   F_A_PLUS_B    = 4'b0010,
   F_A_PLUS_B_1  = 4'b0011,
   F_A_MINUS_B_1 = 4'b0100,
   F_A_MINUS_B   = 4'b0101,
   F_A_MINUS_1   = 4'b0110,
   F_B           = 4'b0111,
   F_A_NOT       = 4'b1000,
   F_A_AND_B     = 4'b1001,
   F_A_OR_B      = 4'b1010,
   F_A_XOR_B     = 4'b1011,
   F_A_SHL       = 4'b1100,
   F_A_ROL       = 4'b1101,
   F_A_LSHR      = 4'b1110,
   F_A_ASHR      = 4'b1111,
   F_UNDEF       = 4'bxxxx
   } alu_op_t;  
typedef enum logic [1:0]{  
   MUX_REG       = 2'b00,
   MUX_SP        = 2'b01,
   MUX_PC        = 2'b10,
   MUX_MDR       = 2'b11,
   MUX_UNDEF     = 2'bxx
} alu_mux_t;  
typedef enum logic [2:0]{  
   DEST_REG      = 3'b000,
   DEST_SP       = 3'b001,
   DEST_PC       = 3'b010,
   DEST_MDR      = 3'b011,
   DEST_MAR      = 3'b100,
   DEST_IR       = 3'b101,
   DEST_NONE     = 3'b111,
   DEST_UNDEF    = 3'bxxx
} dest_sel_t;  
typedef enum logic{  
   MEM_RD        = 1'b0,
   NO_RD         = 1'b1
} rd_cond_code_t;  
typedef enum logic{  
   MEM_WR        = 1'b0,
   NO_WR         = 1'b1
} wr_cond_code_t;  
typedef enum logic{  
   LOAD_CC       = 1'b0,
   NO_LOAD       = 1'b1
} cond_code_t;  
typedef enum logic [9:0] {
   FETCH  = 10'b00_0000_0000,
   FETCH1 = 10'b00_0000_0001,
   FETCH2 = 10'b00_0000_0010,
   DECODE = 10'b00_0000_0100,
   STOP   = 10'b00_1100_0000,
   STOP1  = 10'b00_1100_0001,
   MOV    = 10'b00_1110_1000,
   LDA    = 10'b00_0001_0000,
   LDA1   = 10'b00_0001_0001,
   LDA2   = 10'b00_0001_0010,
   LDA3   = 10'b00_0001_0011,
   LDA4   = 10'b00_0001_0100,
   LDR    = 10'b00_0010_0000,
   LDR1   = 10'b00_0010_0001,
   LDR2   = 10'b00_0010_0010,
   LDI    = 10'b00_0011_0000,
   LDI1   = 10'b00_0011_0001,
   LDI2   = 10'b00_0011_0010,
   STA    = 10'b00_0001_1000,
   STA1   = 10'b00_0001_1001,
   STA2   = 10'b00_0001_1010,
   STA3   = 10'b00_0001_1011,
   STA4   = 10'b00_0001_1100,
   STR    = 10'b00_0010_1000,
   STR1   = 10'b00_0010_1001,
   STR2   = 10'b00_0010_1010,
   BRA    = 10'b00_1010_0000,
   BRA1   = 10'b00_1010_0001,
   BRA2   = 10'b00_1010_0010,
   BRN    = 10'b00_1011_0000,
   BRN1   = 10'b00_1011_0001,
   BRN2   = 10'b00_1011_0010,
   BRN3   = 10'b00_1011_0011,
   BRZ    = 10'b00_1010_1000,
   BRZ1   = 10'b00_1010_1001,
   BRZ2   = 10'b00_1010_1010,
   BRZ3   = 10'b00_1010_1011,
   BRC    = 10'b01_0010_0000,
   BRC1   = 10'b01_0010_0001,
   BRC2   = 10'b01_0010_0010,
   BRC3   = 10'b01_0010_0011,
   BRV    = 10'b00_1011_1000,
   BRV1   = 10'b00_1011_1001,
   BRV2   = 10'b00_1011_1010,
   BRV3   = 10'b00_1011_1011,
   BRW    = 10'b00_1100_0110,
   ADD    = 10'b00_0011_1000,
   SUB    = 10'b00_0100_0000,
   INCR   = 10'b00_0101_0000,
   DECR   = 10'b00_0101_1000,
   NEG    = 10'b00_0100_1000,
   NEG1   = 10'b00_0100_1001,
   AND    = 10'b00_0110_1000,
   NOT    = 10'b00_0110_0000,
   OR     = 10'b00_0111_0000,
   XOR    = 10'b00_0111_1000,
   CMI    = 10'b01_0001_0000,
   CMI1   = 10'b01_0001_0001,
   CMI2   = 10'b01_0001_0010,
   CMR    = 10'b01_0001_1000,
   ASHR   = 10'b00_1001_1000,
   LSHL   = 10'b00_1000_0000,
   LSHR   = 10'b00_1001_0000,
   ROL    = 10'b00_1000_1000,
   JSR    = 10'b00_1101_1000,
   JSR1   = 10'b00_1101_1001,
   JSR2   = 10'b00_1101_1010,
   JSR3   = 10'b00_1101_1011,
   JSR4   = 10'b00_1101_1100,
   JSR5   = 10'b00_1101_1101,
   JSRW   = 10'b00_1100_0100,
   LDSF   = 10'b01_0000_0000,
   LDSF1  = 10'b01_0000_0001,
   LDSF2  = 10'b01_0000_0010,
   LDSF3  = 10'b01_0000_0011,
   LDSF4  = 10'b01_0000_0100,
   LDSP   = 10'b00_1111_0000,
   POP    = 10'b00_1101_0000,
   POP1   = 10'b00_1101_0001,
   POP2   = 10'b00_1101_0010,
   PUSH   = 10'b00_1100_1000,
   PUSH1  = 10'b00_1100_1001,
   PUSH2  = 10'b00_1100_1010,
   RTN    = 10'b00_1110_0000,
   RTN1   = 10'b00_1110_0001,
   RTN2   = 10'b00_1110_0010,
   RTNW   = 10'b00_1100_0101,
   STSF   = 10'b01_0000_1000,
   STSF1  = 10'b01_0000_1001,
   STSF2  = 10'b01_0000_1010,
   STSF3  = 10'b01_0000_1011,
   STSF4  = 10'b01_0000_1100,
   STSP   = 10'b00_1111_1000,
   ADDSP  = 10'b00_0011_1100,
   ADDSP1 = 10'b00_0011_1101,
   ADDSP2 = 10'b00_0011_1110,
   UNDEF  = 10'bxx_xxxx_xxxx
} opcode_t;
typedef struct packed 
{
   alu_op_t alu_op;
   alu_mux_t srcA;
   alu_mux_t srcB;
   dest_sel_t dest;
   cond_code_t lcc_L;
   rd_cond_code_t re_L;
   wr_cond_code_t we_L;
} controlPts;
module memory256x16
  (input  logic          clock, enable,
   input  wr_cond_code_t we_L,
   input  rd_cond_code_t re_L,
   inout  [15:0]   data,
   input  logic  [7:0]   address);
  logic [15:0] mem [8'hFF:8'h00];
  assign data = (enable & (re_L == MEM_RD)) ? mem[address] : 16'bz;
  always_ff @(posedge clock)
    if (enable & (we_L == MEM_WR))
      mem[address] <= data;
endmodule : memory256x16
module memory
  (input  logic          clock, enable,
   input  wr_cond_code_t we_L,
   input  rd_cond_code_t re_L,
   inout  [15:0]   data,
   input  logic  [15:0]   address);
  logic [15:0] mem [16'hffff:16'h0000];
  assign data = (enable & (re_L == MEM_RD)) ? mem[address] : 16'bz;
  always @(posedge clock)
    if (enable & (we_L == MEM_WR))
      mem[address] <= data;
  initial $readmemh("memory.hex", mem);
endmodule : memory
module memory256x16_program
  (input  logic          clock, enable,
   input  wr_cond_code_t we_L,
   input  rd_cond_code_t re_L,
   inout   [15:0]   data,
   input  logic  [7:0]   address);
  logic [15:0] mem [8'hFF:8'h00];
  assign data = (enable & (re_L == MEM_RD)) ? mem[address] : 16'bz;
  always @(posedge clock)
    if (enable & (we_L == MEM_WR))
      mem[address] <= data;
  initial $readmemh("memory.hex", mem);
endmodule : memory256x16_program
module memory_16bit (
   inout  [15:0]   data,
   input logic [15:0]   address,
   input wr_cond_code_t we_L,
   input rd_cond_code_t re_L,
   input logic          clock); 
   logic pmem_en, dmem_en, smem_en;
   memory256x16_program pmem(.clock(clock), .enable(pmem_en), .we_L(we_L), .re_L(re_L), .data(data), .address(address[7:0]));
   memory256x16         dmem(.clock(clock), .enable(dmem_en), .we_L(we_L), .re_L(re_L), .data(data), .address(address[7:0]));
   memory256x16         smem(.clock(clock), .enable(smem_en), .we_L(we_L), .re_L(re_L), .data(data), .address(address[7:0]));
   assign pmem_en = (address[15:8] == 8'h00);
   assign dmem_en = (address[15:8] == 8'h01);
   assign smem_en = (address[15:8] == 8'hFF);
endmodule : memory_16bit
module tridrive #(parameter WIDTH = 16) (
   input  [WIDTH-1:0] data,
   output [WIDTH-1:0] bus,
   input  en_L);
   assign bus = (~en_L)? data: 'bz;
endmodule
module mux4to1 #(parameter WIDTH = 16) (
   input [WIDTH-1:0]      inA,
   input [WIDTH-1:0]      inB,
   input [WIDTH-1:0]      inC,
   input [WIDTH-1:0]      inD,
   output logic [WIDTH-1:0] out,
   input alu_mux_t sel);
   always_comb
     case(sel)
       MUX_REG: out = inA;
       MUX_SP: out = inB;
       MUX_PC: out = inC;
       MUX_MDR: out = inD;
       default: out = 'bx;
     endcase
endmodule
module mux8to1 #(parameter WIDTH = 16) (
   input  logic [WIDTH-1:0] inA, inB, inC, inD, inE, inF, inG, inH,
   output logic [WIDTH-1:0] out,
   input  logic [2:0] sel);
   always_comb
     case(sel)
       'b000: out = inA;
       'b001: out = inB;
       'b010: out = inC;
       'b011: out = inD;
       'b100: out = inE;
       'b101: out = inF;
       'b110: out = inG;
       'b111: out = inH;
       default: out = 'bx;
     endcase
endmodule : mux8to1
module mux32to1 #(parameter WIDTH = 16) (
   input  logic [WIDTH-1:0] inA, inB, inC, inD, inE, inF, inG, inH, inI, inJ, inK, inL, inM, inN, inO,
   input  logic [WIDTH-1:0] inP, inQ, inR, inS, inT, inU, inV, inW, inX, inY, inZ, inAA, inAB, inAC, inAD, inAE, inAF,
   output logic [WIDTH-1:0] out,
   input  logic [4:0] sel);
   always_comb
     case(sel)
       'b00000: out = inA;
       'b00001: out = inB;
       'b00010: out = inC;
       'b00011: out = inD;
       'b00100: out = inE;
       'b00101: out = inF;
       'b00110: out = inG;
       'b00111: out = inH;
       'b01000: out = inI;
       'b01001: out = inJ;
       'b01010: out = inK;
       'b01011: out = inL;
       'b01100: out = inM;
       'b01101: out = inN;
       'b01110: out = inO;
       'b01111: out = inP;
       'b10000: out = inQ;
       'b10001: out = inR;
       'b10010: out = inS;
       'b10011: out = inT;
       'b10100: out = inU;
       'b10101: out = inV;
       'b10110: out = inW;
       'b10111: out = inX;
       'b11000: out = inY;
       'b11001: out = inZ;
       'b11010: out = inAA;
       'b11011: out = inAB;
       'b11100: out = inAC;
       'b11101: out = inAD;
       'b11110: out = inAE;
       'b11111: out = inAF;
       default: out = 1'b0;
     endcase
endmodule : mux32to1
module demux #(parameter OUT_WIDTH = 8, IN_WIDTH = 3, DEFAULT = 0)(
   input                      in,
   input [IN_WIDTH-1:0]       sel,
   output logic [OUT_WIDTH-1:0] out);
   always_comb begin
      out = (DEFAULT==0)?'b0:(~('b0));
      out[sel] = in;
   end
endmodule
module register #(parameter WIDTH = 16) (
   output logic [WIDTH-1:0] out,
   input [WIDTH-1:0]      in,
   input                  load_L,
   input                  clock,
   input                  reset_L);
   always_ff @ (posedge clock, negedge reset_L) begin
      if(~reset_L)
         out <= 'h0000;
      else if (~load_L)
         out <= in;
   end
endmodule
module HEXtoSevenSegment
  (input  logic [3:0] bcd,
   output logic [6:0] segment);
  always_comb
    unique case (bcd)
      4'h0: segment = 7'b1000000;
      4'h1: segment = 7'b1111001;
      4'h2: segment = 7'b0100100;
      4'h3: segment = 7'b0110000;
      4'h4: segment = 7'b0011001;
      4'h5: segment = 7'b0010010;
      4'h6: segment = 7'b0000010;
      4'h7: segment = 7'b1111000;
      4'h8: segment = 7'b0000000;
      4'h9: segment = 7'b0011000;
      4'hA: segment = 7'b0001000;
      4'hB: segment = 7'b0000011;
      4'hC: segment = 7'b1000110;
      4'hD: segment = 7'b0100001;
      4'hE: segment = 7'b0000110;
      4'hF: segment = 7'b0001110;
    endcase
endmodule: HEXtoSevenSegment
module SevenSegmentDigit
  (input  logic [3:0] hex,
   output logic [6:0] segment,
   input  logic       blank);
  logic [6:0] decoded;
  HEXtoSevenSegment h2ss(hex, decoded);
  assign segment = (blank) ? 7'b1111111 : decoded;
endmodule: SevenSegmentDigit
module SevenSegmentControl
  (output logic [6:0] HEX7, HEX6, HEX5, HEX4, 
   output logic [6:0] HEX3, HEX2, HEX1, HEX0,
   input  logic [3:0] in7, in6, in5, in4,
   input  logic [3:0] in3, in2, in1, in0,
   input  logic [7:0] turn_on);
  SevenSegmentDigit ssd0(.hex(in0), .segment(HEX0), .blank(~turn_on[0]));
  SevenSegmentDigit ssd1(.hex(in1), .segment(HEX1), .blank(~turn_on[1]));
  SevenSegmentDigit ssd2(.hex(in2), .segment(HEX2), .blank(~turn_on[2]));
  SevenSegmentDigit ssd3(.hex(in3), .segment(HEX3), .blank(~turn_on[3]));
  SevenSegmentDigit ssd4(.hex(in4), .segment(HEX4), .blank(~turn_on[4]));
  SevenSegmentDigit ssd5(.hex(in5), .segment(HEX5), .blank(~turn_on[5]));
  SevenSegmentDigit ssd6(.hex(in6), .segment(HEX6), .blank(~turn_on[6]));
  SevenSegmentDigit ssd7(.hex(in7), .segment(HEX7), .blank(~turn_on[7]));
endmodule: SevenSegmentControl
==> /design/flow/memory.hex <==
0C00
0000
0C09
0005
0C12
0000
0C1B
0000
3209
3100
0011
3409
3A16
0C36
0000
2800
0043
4009
0001
4409
0000
2A00
0042
3A19
321B
3100
002E
3409
3224
0C24
0000
1609
3209
3100
0011
3A16
0C36
0000
3409
3400
0E10
0C09
0000
0C00
0000
3140
401B
0001
441B
0000
2A00
0042
321B
161B
321B
3100
002E
341B
341B
0E23
3A04
0C24
0000
0C1B
0000
3140
3140
3000
==> /design/flow/run.sh <==
#!/bin/bash
# OpenROAD 26Q1-2900-gdf79404cd8, Yosys 0.63+post, stock flow scripts
make -C /OpenROAD-flow-scripts/flow DESIGN_CONFIG=/design/flow/config.mk WORK_HOME=/design/flow/orfs finish
==> /design/flow/config.mk <==
export PLATFORM = sky130hd
export DESIGN_NAME = mux8to1
export DESIGN_NICKNAME = mux8to1
export VERILOG_FILES = /design/flow/design.v
export SDC_FILE = /design/flow/constraint.sdc
export NUM_CORES = 4
export LEC_CHECK = 1
export CORE_AREA = 10 10 72 72
export DIE_AREA = 0 0 82 82
==> /design/flow/constraint.sdc <==
current_design mux8to1

set clk_period 3.4
set clk_io_pct 0.2

create_clock -name clk0 -period $clk_period

set non_clock_inputs [all_inputs -no_clocks]
set_input_delay [expr $clk_period * $clk_io_pct] -clock clk0 $non_clock_inputs
set_output_delay [expr $clk_period * $clk_io_pct] -clock clk0 [all_outputs]
==> run notes <==
The layout was made with Yosys and OpenROAD.

After detailed routing, the total wire length is approximately 6.3 mm. Among the non-sequential cells, AND-OR/OR-AND gates take the most area. The required time at the worst-slack endpoint is 2.72 ns. The detailed router placed between 1,500 and 2,000 vias in this run. The synthesized netlist devotes 39.51% of its cell area to compound gates. In the hold timing report, the worst path depth is 4. Across every metal layer, demand over resource in global routing totals between 10% and 20%. The worst hold path belongs to the class primary input to output port. The peak clock frequency supported by timing is between 300 and 400 MHz.

The number of sequential storage elements is 0. Of the total synthesized cell area, the portion taken by full adders, half adders and majority gates is 0%. In the final routed layout, each cell accounts on average for about 17 um. For this run, design rule violations remaining after detail routing come to 0. Measured against the total synthesized area, the mux share comes to around 14%. Counting every instance in the synthesized netlist gives 177. The count of yosys warnings during synthesis is 5.

The number of global-route vias before repair came to 1,787. The share of post-route cells with drive strength above 1 is approximately 6.0%. The per-cell via count in the routed design is 4.954.

Summing the areas of all xor and xnor instances in the mapped netlist gives 0% of the synthesized area. The detailed placer's ending HPWL is around 5.4 mm. Global routing consumed, on the met2 layer, 27.66% of the routing resources. The met3 track demand over resource is roughly 7.0%. The worst setup path is captured at an output port. For this design the ratio of total power to cell area is approximately 120 mW/mm^2. The sequential share of the synthesized area is 0%. The global routing's busiest layer is met2. The post-placement cell area is 0.002616 mm^2. Counting I/O delays and the setup requirement, the final critical path takes about 3.2 ns. The smallest hold slack is 2.190 ns. The critical path is of the primary input to output port type.

The final estimated routing congestion in global placement is 0.8459. The final antenna diode tally reported by the flow is 0. The number of distinct standard cells referenced by the synthesized netlist is 27. Max fanout on the critical path was recorded as 22. According to the floorplan report, the die width is approximately 82 um.

The overall die height is between 80 and 90 um. Averaged over all synthesized cells, the footprint is 6.298 um^2. The tally of OpenROAD warnings is 33. The normalized max-slew margin is 81.50%. The maximum single-stage delay on the critical path is 0.48 ns.

Counting stages on the worst path, the most repeated cell is sky130_fd_sc_hd__clkdlybuf4s50_1. The die footprint is between 0.006 and 0.007 mm^2. The total negative slack for setup checks is 0 ns. The final critical path takes up 95.22% of the cycle. The first global-routing pass estimated roughly 9.3 mm of wire. The layout has 0 clock buffers. The number of nets still failing antenna checks after routing is 0.

The mapped netlist covers between 0.001 and 0.0015 mm^2. For reference, the critical path cell chain is clkdlybuf4s50_1 > buf_12 > or3_1 > buf_4 > nor2_1 > a31oi_1 > clkdlybuf4s50_1. The combined flip-flop and latch cell area is 0 um^2. In this run the core area contains 22 standard-cell rows. The kind of launch point of the worst setup path is a primary input. During I/O placement, the number of pins put on the boundary was 147.

Per the run summary, max-cap violations total 0. The leakage dissipation is 1.008 nW. The region available for standard cell placement spans about 0.0037 mm^2. After clock tree synthesis, the setup repair step added 0 buffers.

Setup repair after global routing left no endpoint under its margin. The violation count after the first detailed-route iteration is a little under 90. The length of the first detailed-routing pass in iterations is 4.

The final global-route overflow total is 0. The post-CTS hold buffer count recorded in the log is 0. Entering global routing, the biggest net connects 27 pins.

The number of buffer cells added on primary ports is about 150. Looking at the max-slew report, the worst-margin pin has a slew of roughly 0.28 ns. The final design utilization is slightly above 70%.

The peak supply drop is between 60 and 70 uV. The chip area line in the Yosys stat output reads around 0.0011 mm^2. The cell area after layout is 0.002616 mm^2. The floorplan step records an initial core utilization of 30.22%.

The total of cells resized after clock tree synthesis is 0. The final-report setup violation count is 0. Global routing consumed, on the met1 layer, a little under a quarter of the routing resources. The yosys stat cell total is around 180. The arrival time at the worst endpoint is 2.56 ns.

The flow ran to the end, and the final reports show no timing, DRC or antenna violations. The area growth from synthesis to layout is 134.7%. The count of pins over their slew limit is 0.

Of the total synthesized cell area, the portion taken by AND, OR, NAND and NOR gates is 32.88%. The worst-path cell with the longest stage delay is sky130_fd_sc_hd__clkdlybuf4s50_1. The final timing report lists a hold violation count of 0. The initial antenna violation count came to 0.
-- stage by stage --
stage | setup slack (ns) | cells | total power [W]
4_1_cts | 0.1471 | 367 | 0.0003215
5_1_grt | 0.01762 | 367 | 0.0003467
6_report | 0.1627 | 367 | 0.0003186
3_3_place_gp | 0.1684 | 367 | 0.0003193
2_1_floorplan | 1.211 | 177 | 0.0001028
3_5_place_dp | 0.1416 | 367 | 0.0003196
-- power by group --
group / total [W] / switching [W] / internal, W / leakage, nW
sequential: 0 / 0 / 0 / 0
clock: 0 / 0 / 0 / 0
combinational: 0.000319 / 0.0000926 / 0.000226 / 1.01
total: 0.000319 / 0.0000926 / 0.000226 / 1.01
-- layout make-up --
type / count / area [um^2]
Tap cell: 48 / 60.06
Inverter: 3 / 11.26
Fill cell: 313 / 1072
Multi-Input combinational cell: 156 / 968.4
Timing Repair Buffer: 160 / 1577
-- kinds of logic after synthesis --
logic type      count (synthesis)
buf+inv                        21
compound gates                 68
simple gates                   72
mux                            16
-- critical path, delay by kind of cell --
kind	cells	cell delay, ns
and+or+nand+nor	2	0.54
buffers and inverters	4	1.30
AOI/OAI and AO/OA	1	0.05
-- layout by cell type (no fill, tap or decap) --
cell type                         count
sky130_fd_sc_hd__nor3b_1              1
sky130_fd_sc_hd__nor2b_4              2
sky130_fd_sc_hd__a31oi_1             12
sky130_fd_sc_hd__buf_2                1
sky130_fd_sc_hd__clkdlybuf4s50_1    146
sky130_fd_sc_hd__and2_2               1
sky130_fd_sc_hd__nand3b_1             1
sky130_fd_sc_hd__nand2_1             15
sky130_fd_sc_hd__or3_1                1
sky130_fd_sc_hd__mux2_2               1
sky130_fd_sc_hd__nand3_1             11
sky130_fd_sc_hd__mux2i_1             15
sky130_fd_sc_hd__a21oi_1             12
sky130_fd_sc_hd__o22ai_1              1
sky130_fd_sc_hd__nand2b_1            15
sky130_fd_sc_hd__nor2_2               1
sky130_fd_sc_hd__inv_1                3
sky130_fd_sc_hd__nor3_1               1
sky130_fd_sc_hd__a22o_1               4
sky130_fd_sc_hd__o21ai_0             13
sky130_fd_sc_hd__nor2_1              20
sky130_fd_sc_hd__and2_1               1
sky130_fd_sc_hd__nor2b_1              2
sky130_fd_sc_hd__a22oi_1             23
sky130_fd_sc_hd__buf_4               12
sky130_fd_sc_hd__a221oi_1             3
sky130_fd_sc_hd__buf_12               1
-- worst paths after layout --
check                  start  slack [ns]       to
worst max-delay path  sel[0]        0.16   out[6]
worst min-delay path  sel[1]        2.19  out[11]
-- per-layer routing --
metal  vias up  part of all wire (%)
met4         0                     0
met1       765                    41
met5         -                     0
met2       109                    45
met3         0                    13
li1        944                     -
-- Yosys cell counts, drive strengths merged --
| cell | n | area share (%) |
|---|---|---|
| a31oi | 12 | 6.7 |
| a21oi | 12 | 5.4 |
| nor2 | 21 | 7.3 |
| nand3 | 11 | 4.9 |
| mux2i | 15 | 13 |
| or3 | 1 | 0.56 |
| a22oi | 23 | 15 |
| nor2b | 4 | 3.6 |
| nor3 | 1 | 0.45 |
| nand2b | 15 | 8.4 |
| inv | 3 | 1.0 |
| a22o | 4 | 3.1 |
| mux2 | 1 | 1.0 |
| a221oi | 3 | 2.4 |
| and2 | 2 | 1.2 |
| o21ai | 13 | 5.8 |
| clkbuf | 2 | 0.67 |
| o22ai | 1 | 0.56 |
| nand3b | 1 | 0.67 |
| nor3b | 1 | 0.67 |
| buf | 16 | 11 |
| nand2 | 15 | 5.1 |
Power is estimated from default activity; no workload was simulated.
